--- flow/design.v ---
module Counter_5 (Q, CLK_IN, CLK_OUT, RST, BCD_A, BCD_B, BCD_C, BCD_D);
	input 				CLK_IN;
	input 				RST;
	output reg			CLK_OUT;
	output reg	[3:0]	Q;
	output				BCD_A;
	output				BCD_B;
	output				BCD_C;
	output				BCD_D;
	reg 			[3:0]	count;
	always @ (posedge CLK_IN or posedge RST)
	begin
		if (RST)
			count <= 0;
		else if (CLK_OUT == 1)
			begin
				CLK_OUT <= 0;
				count <= count + 1;
			end
		else if (count == 4'd5)
			begin
				CLK_OUT <= 1;
				count <= 0;
			end
		else
			count <= count + 1;
	end
	assign BCD_A = count[0];
	assign BCD_B = count[1];
	assign BCD_C = count[2];	
	assign BCD_D = count[3];
endmodule
--- flow/run.sh ---
#!/bin/bash
# OpenROAD 26Q1-2900-gdf79404cd8, Yosys 0.63+post, stock flow scripts
make -C /OpenROAD-flow-scripts/flow DESIGN_CONFIG=/design/flow/config.mk WORK_HOME=/design/flow/orfs finish
--- flow/config.mk ---
export PLATFORM = sky130hd
export DESIGN_NAME = Counter_5
export DESIGN_NICKNAME = Counter_5
export VERILOG_FILES = /design/flow/design.v
export SDC_FILE = /design/flow/constraint.sdc
export NUM_CORES = 4
export LEC_CHECK = 1
export CORE_AREA = 10 10 70 70
export DIE_AREA = 0 0 80 80
--- flow/constraint.sdc ---
current_design Counter_5

set clk_period 1.6
set clk_io_pct 0.2

create_clock -name clk0 -period $clk_period [get_ports {CLK_IN}]

set non_clock_inputs [all_inputs -no_clocks]
set_input_delay [expr $clk_period * $clk_io_pct] -clock clk0 $non_clock_inputs
set_output_delay [expr $clk_period * $clk_io_pct] -clock clk0 [all_outputs]
==> run summary <==
Notes on the physical design

The area of all placed cells without fillers is approximately 400 um^2. By startpoint and endpoint, the worst setup path is classified as flop to output port. The total power density per cell area is 1248 mW/mm^2.

The analysis attributes to cell leakage a power of ~0.17 nW. The synthesized netlist was found by Yosys to have 25 cells. Pins over their slew limit in the final report were tallied at 0.

Compared with the post-synthesis result, the final layout area differs by 45.87%. The internal power component is 365.9 uW. The clock latency reported for the late side of the worst-skew pair is approximately 240 ps. In the floorplan report the effective utilization is under 10%. The post-synth count of flops with an enable pin is 1. The first-pass GRT wire length is 876 um. The critical-path maximum fanout is 4. Traced cell by cell, the critical path runs through clkdlybuf4s50_1. The quantity of hold-fixing buffers added after cts is 0. The area taken by multi-input combinational cells is reported as 108.9 um^2. The die is about 80 um wide. Per the GRT congestion report, total overflow comes to 0. The register-to-register path setup slack is 450 ps. Setup repair after global routing left no endpoint under its margin.

The buffer count from post-CTS setup fixing is 0. The final weighted congestion in routability-driven placement is 0.7836. For this run, the slowest stage of the critical path takes 500 ps. TritonCTS built the clock tree.

The number of antenna violations at the first check in global routing is 0. The number of clock sinks came to 5. The half-perimeter wire length of the detailed placement result is 477.9 um. The prevailing post-synth register cell is sky130_fd_sc_hd__dfrtp_1. After detailed placement, the total cell area comes to 371.6 um^2. The area taken by flip-flops and latches is 130.1 um^2. After layout, the worst path uses 92.40% of the clock period.

The number of flip-flops and latches in the synthesized netlist is 5. The post-detailed-route wirelength per cell is 6.888 um. The shortest clock period the worst path allows after layout is 1478 ps. The level count of the clock H-tree is 1. The final timing report lists a hold violation count of 0. The buffer_ports step reported a buffer count of 6. Combinational logic burns about 27% of the power. Global routing consumed, over all layers together, under 10% of the routing resources. The critical path launch point type is a flop. After detailed routing, the total wire length is 551 um. The main area contributors are sky130_fd_sc_hd__dfrtp_1 37%, sky130_fd_sc_hd__buf_4 11%, sky130_fd_sc_hd__edfxtp_1 11%. The iteration count recorded for the first detailed-route pass is 3. Counting both buffers and inverters, the worst setup path holds a total of 1. The number of primary I/O pins is 11. The portion of the post-synthesis area used by sequential elements is 47.71%. The number of synthesis warnings is 5. The stage-log warning count is 26.

The worst setup path is captured at an output port. The yosys synthesis chip area is 272.8 um^2. For this design, the slowest cell found on the critical path is sky130_fd_sc_hd__clkdlybuf4s50_1. The number of instances resized during post-cts repair is 0.

Setup total negative slack on the finished layout was measured at 0 ps. The number of clock buffers added by TritonCTS is 3. Dividing the synthesized area by the synthesized cell count gives 10.91 um^2. On the worst setup and hold paths after CTS, the clock-pin slew comes to approximately 40 ps.

After floorplanning, the core was sized to cover 0.003416 mm^2. The number of violations reported at the end of detailed-routing iteration 0 is 4. The repair_antennas step left the layout with diodes totalling 0. The netlist uses 13 different library cells. The run finished with clean final reports.

The flow reports that sequential cells draw 43.7% of the design power. The detailed-route DRC error count is 0. After synthesis, the share of flip-flops with an asynchronous set or reset is 80.00%.

Per report_power, the clock group accounts for 29.4% of the total. The power report shows net switching accounting for 26.29% of the total. Synthesis handed over a netlist of 25 instances. The synthesized design devotes to its leading area cell type 36.70% of total area. In this run the power spent charging and discharging nets is 130.5 uW. The path category of the worst min-delay check is input port to async pin. The maximum number of pins on one net before global-route repair is 6. The OpenROAD report gives the critical path a data arrival time of 1160 ps.

The kind of cell adding the most delay to the critical path is buffers and inverters. Per the detail_route report, the via count comes to 178. The mean number of vias per cell is 2.225. Per the layout report, the design carries 404 filler cells. The most area-hungry cell type in the Yosys netlist is sky130_fd_sc_hd__dfrtp_1. The critical path data required time is roughly 1300 ps. After floorplanning, the core was divided into 21 placement rows.

The deepest clock path buffer count is 2. In this run the full chip footprint comes out at 0.006400 mm^2. The highest ir drop seen on vdd is 286.9 uV.

The fraction of layout cells with a size suffix above 1 is 14.71%. Per the post-route antenna check, the number of violating nets is 0. In the final run the clock tree shows a worst skew of 3.099 ps.

In the synthesized netlist, the cells that appear most often are 4 x sky130_fd_sc_hd__buf_4, 4 x sky130_fd_sc_hd__dfrtp_1, 4 x sky130_fd_sc_hd__inv_1. Across the run, the number of max-cap violations was 0. The height of the die is 80 um. The via count of the first global-routing pass is 197. The synthesized netlist occupies a cell area of 272.8 um^2. Timing would allow up to 0.6764 GHz. The end-of-flow timing check tallies setup violations at 0. In this run the clock root is driven by a sky130_fd_sc_hd__clkbuf_4.
==> cell usage in the layout, fill, tap and decap left out <==
master,netlist,final
sky130_fd_sc_hd__and3_1,1,1
sky130_fd_sc_hd__clkbuf_1,0,1
sky130_fd_sc_hd__clkbuf_4,0,3
sky130_fd_sc_hd__clkdlybuf4s50_1,0,6
sky130_fd_sc_hd__conb_1,1,4
sky130_fd_sc_hd__dfrtp_1,4,4
sky130_fd_sc_hd__edfxtp_1,1,1
sky130_fd_sc_hd__ha_1,2,2
sky130_fd_sc_hd__inv_1,4,4
sky130_fd_sc_hd__nand2b_4,1,1
sky130_fd_sc_hd__nand3_1,1,1
sky130_fd_sc_hd__nor2_1,2,2
sky130_fd_sc_hd__nor3b_4,1,1
sky130_fd_sc_hd__o211ai_1,1,1
sky130_fd_sc_hd__o21ai_0,2,2
==> metrics by stage <==
step	instances	utilization [%]	hold slack [ps]	worst slack, ps	total power [mW]
3_5_place_dp	76	10.88	498.6	368.0	0.3605
3_3_place_gp	76	10.88	491.9	362.2	0.3591
5_1_grt	80	11.65	293.3	52.80	0.5423
4_1_cts	80	11.65	274.7	99.38	0.5114
2_1_floorplan	28	-	97.75	569.1	0.2584
6_report	80	11.65	271.0	121.7	0.4964
==> cells by family (layout without fill, tap and decap cells) <==
family / after synthesis / count (layout) / share of synthesized area, %
other: 1 / 4 / 1.375
and+or+nand+nor: 6 / 6 / 18.81
buffers and inverters: 8 / 14 / 16.51
adders and majority gates: 2 / 2 / 9.173
DFF: 5 / 5 / 47.71
AOI/OAI and AO/OA: 3 / 3 / 6.423
==> sequential cells by signal, summed over array words and instances (netlist names) <==
signal / count
count: 4
CLK_OUT: 1
==> routing by layer <==
layer,GRT usage [%],up-vias,wire [um]
li1,-,89,-
met1,1.676,79,232
met2,2.809,8,245
met3,1.591,2,56
met4,0.7042,0,17
met5,0,-,0
==> power by group through the flow <==
stage / Clock [mW] / Combinational (mW) / Sequential, mW
after CTS: 0.151 / 0.142 / 0.219
final: 0.146 / 0.134 / 0.217
after global routing: 0.165 / 0.152 / 0.225
==> area by class of cell <==
cell class | instances | share of cell area [%]
clock buffer | 4 | 6.604
inverter | 4 | 3.774
multi-input combinational | 15 | 27.36
sequential | 5 | 32.70
tap | 46 | 14.47
timing repair buffer | 6 | 15.09
==> path summary, 6_finish.rpt <==
kind / startpoint / endpoint / cells past startpoint
worst max-delay path: count[3] / BCD_D / 1
worst min-delay path: RST / count[2] / 2
worst max register to register: count[1] / count[1] / 5
worst min register to register: count[0] / count[0] / 1
max in group asynchronous: RST / count[0] / 2
min in group clk0: count[0] / count[0] / 1
Power is estimated from default activity; no workload was simulated.
