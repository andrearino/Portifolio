==> design.v <==
module Prescaler (clk_in, rst, clk_1kHz, clk_100Hz, clk_10Hz, clk_1Hz, clk_c);
parameter main_clock = 50_000_000;
parameter custom_clock = 2_5000;
reg [31:0] count_1kHz  	= 0;
reg [31:0] count_100Hz  = 0;
reg [31:0] count_10Hz  	= 0;
reg [31:0] count_1Hz		= 0;
reg [31:0] count_c		= 0;
input clk_in;					
input rst;						
output reg clk_1kHz;       
output reg clk_100Hz;      
output reg clk_10Hz;       
output reg clk_1Hz;        
output reg clk_c;          
always @(posedge clk_in)
	begin
		if (~rst)
			begin
				count_1kHz <= 0;
				count_100Hz <= 0;
				count_10Hz <= 0;
				count_1Hz <= 0;
				count_c <= 0;
			end
		else if (count_1kHz == (main_clock/1000/2)-1)
			begin
				clk_1kHz = ~clk_1kHz;
				count_1kHz <= 0;
			end
		else if (count_100Hz == (main_clock/100/2)-1)
			begin
				clk_100Hz = ~clk_100Hz;
				count_100Hz <= 0;
			end
		else if (count_10Hz == (main_clock/10/2)-1)
			begin
				clk_10Hz = ~clk_10Hz;
				count_10Hz <= 0;
			end
		else if (count_1Hz == (main_clock/2)-1)
			begin
				clk_1Hz = ~clk_1Hz;
				count_1Hz <= 0;
			end
		else if (count_c == (main_clock/custom_clock/2)-1)
			begin
				clk_c = ~clk_c;
				count_c <= 0;
			end
		else
			begin
				count_1kHz <= count_1kHz + 1;
				count_100Hz <= count_100Hz + 1;
				count_10Hz <= count_10Hz + 1;
				count_1Hz <= count_1Hz + 1;
				count_c <= count_c + 1;
			end
	end	
endmodule
==> run.sh <==
#!/bin/bash
# OpenROAD 26Q1-2900-gdf79404cd8, Yosys 0.63+post, stock flow scripts
make -C /OpenROAD-flow-scripts/flow DESIGN_CONFIG=/design/flow/config.mk WORK_HOME=/design/flow/orfs finish
==> config.mk <==
export PLATFORM = sky130hd
export DESIGN_NAME = Prescaler
export DESIGN_NICKNAME = Prescaler
export VERILOG_FILES = /design/flow/design.v
export SDC_FILE = /design/flow/constraint.sdc
export NUM_CORES = 4
export LEC_CHECK = 1
export CORE_UTILIZATION = 40
==> constraint.sdc <==
current_design Prescaler

set clk_period 5.1
set clk_io_pct 0.2

create_clock -name clk0 -period $clk_period [get_ports {clk_in}]

set non_clock_inputs [all_inputs -no_clocks]
set_input_delay [expr $clk_period * $clk_io_pct] -clock clk0 $non_clock_inputs
set_output_delay [expr $clk_period * $clk_io_pct] -clock clk0 [all_outputs]
==> flow_summary_export.csv <==
group,metric,value,unit
outcome,status,"completed",
min_path,hp-class,"flop to flop",
sta,rsz0062_at_grt,"false",
clock_tree,cts-resized-gates,0,
sta,skew,0.0107,ns
critical_path,cp_slowest_cell,"or4b_2",
yosys,synth-edff-count,5,
yosys,yosys.stat.seqShare,35.2,%
global_route,antenna_found_initial,0,
global_route,grt_max_degree,54,
yosys,synthesis.area,9510,um^2
yosys,async_reset_ff_share,0,%
clock_tree,clk_latency,0.43,ns
floorplanning,die_h,156,um
detailed_routing,firstDrtPassIters,5,
floorplanning,rows,56,
pwr,p_leak,3.14,nW
detailed_routing,vias,9140,
clock_tree,cts_max_path_buffers,2,
critical_path,required,5.46,ns
placed_design,place_hpwl,16500,um
sta,fin_crit_sh,60.9,%
yosys,ys_cells,1165,
sta,fmax,322,MHz
clock_tree,cts.root.buffer_cell,"clkbuf_16",
clock_tree,numCtsBuffers,17,
critical_path,crit_chain,"ha_1 > nor4b_1 > and4_1 > nand2_1 > nand4_1 > or4b_2 > a21oi_1",
yosys,synth_cell_type_count,74,
placed_design,port_buffers,6,
critical_path,crit_type,"flop to flop",
placed_design,dpl_worst_slack,2.07,ns
critical_path,path_buffers,0,
sta,period_needed,3.11,ns
floorplanning,core,23400,um^2
placed_design,gp_congestion,0.833,
yosys,synth-main-ff-cell,"dfxtp_1",
clock_tree,cts_hold_buffers,0,
yosys,syn_avg_cell_area,8.17,um^2
sta,slew_violations,0,
critical_path,critPathMaxFanout,13,
final_layout,utilization,43.8,%
final_layout,area_growth,7.72,%
detailed_routing,drc,0,
sta,setup_viol,0,
critical_path,cp-end-kind,"flop",
global_route,grt.overflow.total,0,
clock_tree,cts_tree,"done",
detailed_routing,vias_per_cell,6.26,
pwr,power.density,256,nW/um^2
critical_path,cp-start-kind,"flop",
detailed_routing,route.detailed.wl_per_inst,17.5,um
global_route,grt_usage,21.9,%
floorplanning,io_pins,7,
yosys,ys_warn_count,1,
final_layout,lay_top_count,"dfxtp_1",
floorplanning,die_w,156,um
pwr,ir_drop,192,uV
yosys,numSynthFlops,165,
final_layout,n_fill_cell,2333,
final_layout,layout-drive-gt1-share,7.71,%
floorplanning,fp_util,40.7,%
sta,setup_tns,0,ns
detailed_routing,diodes,0,
sta,whs,0.475,ns
critical_path,crit_arrival,3.46,ns
clock_tree,h-tree-depth,4,
flow_run,max_cap_violations,0,
clock_tree,clock_sinks,165,
flow_run,warnings,25,
critical_path,max_stage_delay,0.76,ns
global_route,grt_pass1_vias,8161,
global_route,grt_pass1_wl,42300,um
clock_tree,cts_setup_buffers,0,
yosys,syn_inst,1165,
detailed_routing,wl,25600,um
detailed_routing,ant_nets,0,
critical_path,cp_top_family,"simple AND/OR/NAND/NOR gates",
sta,final_hold_viol_count,0,
sta,max_slew_margin,44.2,%
floorplanning,die_area,24400,um^2
detailed_routing,initialDrtViolationCount,803,
sta,tightest_slew,0.835,ns
sta,setup_ws,1.99,ns
final_layout,most-common-layout-cells,"dfxtp_1 (160), a21oi_1 (118), nand2_1 (106), or4_1 (83), nand4_1 (63)",
clock_tree,cts.clk_slew.worst_paths,0.07,ns
yosys,yosysChipArea,9510,um^2
[stage by stage]
stage / total power, mW / area, um^2 / cells
3_5_place_dp: 1.41 / 9680 / 1429
3_3_place_gp: 1.41 / 9680 / 1429
2_1_floorplan: 1.39 / 9510 / 1165
6_report: 2.63 / 10200 / 1461
5_1_grt: 2.71 / 10200 / 1461
4_1_cts: 2.66 / 10200 / 1461
[cell usage after synthesis, types with 3 or more instances]
master | number | area, um^2
nand4_1 | 63 | 394
buf_4 | 9 | 67.6
o21ai_0 | 47 | 235
mux2i_1 | 13 | 130
o211ai_1 | 3 | 22.5
edfxtp_1 | 5 | 150
a21oi_1 | 118 | 591
a311oi_1 | 4 | 35.0
clkbuf_1 | 36 | 135
o311ai_0 | 8 | 70.1
nand4b_1 | 7 | 61.3
or3_1 | 37 | 231
o31ai_1 | 59 | 443
nor4b_1 | 11 | 96.3
or4_1 | 83 | 623
ha_1 | 5 | 62.6
buf_6 | 11 | 124
o21ai_1 | 9 | 45.0
nand2b_1 | 16 | 100
nor2_1 | 41 | 154
nor4_1 | 38 | 238
and3_1 | 33 | 206
nor4b_2 | 3 | 45.0
o41ai_1 | 6 | 52.6
buf_2 | 20 | 100
inv_1 | 23 | 86.3
o221a_2 | 4 | 45.0
and2_0 | 3 | 18.8
a31oi_1 | 17 | 106
dfxtp_1 | 160 | 3200
nand2_1 | 106 | 398
a41oi_1 | 6 | 52.6
and2_1 | 8 | 50.1
and4_1 | 17 | 149
nor3_1 | 22 | 110
nand3_1 | 62 | 310
[final cells by class]
type	count	area (um^2)	area share [%]
inverters	23	86.3	0.842
clock inverters	14	115	1.12
flip-flops and latches	165	3350	32.7
multi-input cells	897	5650	55.1
well taps	319	399	3.89
clock buffers	18	450	4.40
repair buffers	25	198	1.93
[layer usage]
metal	vias to the layer above	track usage (%)	routed length (um)	share of wire (%)
li1	4528	-	-	-
met5	-	0	0	0
met4	0	4.01	397	1.6
met1	4359	33.7	12400	49
met3	28	3.33	1170	4.6
met2	225	33.5	11600	45
[logic make-up (layout without fill, tap and decap cells)]
family / after synthesis / count (layout) / synth area share (%)
and+or+nand+nor: 576 / 576 / 36.9
AOI/OAI and AO/OA: 301 / 301 / 20.0
DFF: 165 / 165 / 35.2
adders and majority gates: 5 / 5 / 0.658
muxes: 13 / 13 / 1.37
xor gates and xnor gates: 2 / 2 / 0.184
buffers and inverters: 103 / 80 / 5.58
[tightest hold or removal path: stages, from the launching register on]
cell	delay, ns
dfxtp_1	0.32
o31ai_1	0.06
a21oi_1	0.05
[path summary, 6_finish.rpt]
check | from | to | slack (ns) | cells after the start
max reg2reg | count_1kHz[0]$_SDFFE_PP0P_ | count_10Hz[8]$_SDFFE_PN0P_ | 1.99 | 7
min | count_1kHz[31]$_SDFFE_PP0P_ | count_1kHz[31]$_SDFFE_PP0P_ | 0.47 | 2
max | count_1kHz[0]$_SDFFE_PP0P_ | count_10Hz[8]$_SDFFE_PN0P_ | 1.99 | 7
min reg2reg | count_1kHz[31]$_SDFFE_PP0P_ | count_1kHz[31]$_SDFFE_PP0P_ | 0.47 | 2
[where the power goes]
group | internal, mW | total [mW] | switching (mW)
combinational | 0.0190 | 0.0668 | 0.0478
clock | 0.665 | 1.25 | 0.581
sequential | 1.30 | 1.31 | 0.0112
[state kept, by name, summed over array words and instances (netlist names)]
signal       cells
clk_100Hz        1
clk_10Hz         1
count_100Hz     32
count_1kHz      32
clk_c            1
clk_1kHz         1
count_c         32
count_1Hz       32
clk_1Hz          1
count_10Hz      32
Power figures rest on the tool's default switching activity, not on a simulated workload.
