## design.v

```verilog
module Mux_Display (SEG_A, SEG_B, SEG_C, SEG_D, SEG_E, SEG_F, SEG_G, EN_1, EN_2, EN_3, EN_4,
						  DISPLAY_S0, DISPLAY_S1, DISPLAY_M0, DISPLAY_M1, DISPLAY_H0, DISPLAY_H1, EN_S0, EN_S1, EN_M0, EN_M1, EN_H0, EN_H1,
						  S_HM, CLK_IN);
	input			[6:0]	DISPLAY_S0;
	input			[6:0]	DISPLAY_S1;
	input			[6:0]	DISPLAY_M0;
	input			[6:0]	DISPLAY_M1;
	input			[6:0]	DISPLAY_H0;
	input			[6:0]	DISPLAY_H1;
	input 				S_HM;
	input 				CLK_IN;
	input 				EN_S0;
	input 				EN_S1;
	input 				EN_M0;
	input 				EN_M1;
	input 				EN_H0;
	input 				EN_H1;
	output reg			SEG_A, SEG_B, SEG_C, SEG_D, SEG_E, SEG_F, SEG_G;
	output reg			EN_1, EN_2, EN_3, EN_4;
	reg	[1:0]	count = 0;
	always @ (posedge CLK_IN)
	begin
		if(~S_HM)
			begin
				if(count == 2'd0)
					begin
						EN_1 <= EN_S0;
						EN_2 <= 1;
						EN_3 <= 1;
						EN_4 <= 1;
						SEG_A	<= DISPLAY_S0[0];
						SEG_B	<= DISPLAY_S0[1];
						SEG_C	<= DISPLAY_S0[2];
						SEG_D	<= DISPLAY_S0[3];
						SEG_E	<= DISPLAY_S0[4];
						SEG_F	<= DISPLAY_S0[5];
						SEG_G	<= DISPLAY_S0[6];
						count <= count + 1;
					end
				else if(count == 2'd1)
					begin
						EN_1 <= 1;
						EN_2 <= EN_S1;
						EN_3 <= 1;
						EN_4 <= 1;
						SEG_A	<= DISPLAY_S1[0];
						SEG_B	<= DISPLAY_S1[1];
						SEG_C	<= DISPLAY_S1[2];
						SEG_D	<= DISPLAY_S1[3];
						SEG_E	<= DISPLAY_S1[4];
						SEG_F	<= DISPLAY_S1[5];
						SEG_G	<= DISPLAY_S1[6];
						count <= 0;
					end
			end
		else if(S_HM)
			begin
				if(count == 2'd0)
					begin
						EN_1 <= EN_M0;
						EN_2 <= 1;
						EN_3 <= 1;
						EN_4 <= 1;
						SEG_A	<= DISPLAY_M0[0];
						SEG_B	<= DISPLAY_M0[1];
						SEG_C	<= DISPLAY_M0[2];
						SEG_D	<= DISPLAY_M0[3];
						SEG_E	<= DISPLAY_M0[4];
						SEG_F	<= DISPLAY_M0[5];
						SEG_G	<= DISPLAY_M0[6];
						count <= count + 1;
					end
				else if(count == 2'd1)
					begin
						EN_1 <= 1;
						EN_2 <= EN_M1;
						EN_3 <= 1;
						EN_4 <= 1;
						SEG_A	<= DISPLAY_M1[0];
						SEG_B	<= DISPLAY_M1[1];
						SEG_C	<= DISPLAY_M1[2];
						SEG_D	<= DISPLAY_M1[3];
						SEG_E	<= DISPLAY_M1[4];
						SEG_F	<= DISPLAY_M1[5];
						SEG_G	<= DISPLAY_M1[6];
						count <= count + 1;
					end
				else if(count == 2'd2)
					begin
						EN_1 <= 1;
						EN_2 <= 1;
						EN_3 <= EN_H0;
						EN_4 <= 1;
						SEG_A	<= DISPLAY_H0[0];
						SEG_B	<= DISPLAY_H0[1];
						SEG_C	<= DISPLAY_H0[2];
						SEG_D	<= DISPLAY_H0[3];
						SEG_E	<= DISPLAY_H0[4];
						SEG_F	<= DISPLAY_H0[5];
						SEG_G	<= DISPLAY_H0[6];
						count <= count + 1;
					end
				else if(count == 2'd3)
					begin
						EN_1 <= 1;
						EN_2 <= 1;
						EN_3 <= 1;
						EN_4 <= EN_H1;
						SEG_A	<= DISPLAY_H1[0];
						SEG_B	<= DISPLAY_H1[1];
						SEG_C	<= DISPLAY_H1[2];
						SEG_D	<= DISPLAY_H1[3];
						SEG_E	<= DISPLAY_H1[4];
						SEG_F	<= DISPLAY_H1[5];
						SEG_G	<= DISPLAY_H1[6];
						count <= 0;
					end					
			end		
	end
	endmodule
```

## run.sh

```bash
#!/bin/bash
# OpenROAD 26Q1-2900-gdf79404cd8, Yosys 0.63+post, stock flow scripts
make -C /OpenROAD-flow-scripts/flow DESIGN_CONFIG=/design/flow/config.mk WORK_HOME=/design/flow/orfs finish
```

## config.mk

```make
export PLATFORM = sky130hd
export DESIGN_NAME = Mux_Display
export DESIGN_NICKNAME = Mux_Display
export VERILOG_FILES = /design/flow/design.v
export SDC_FILE = /design/flow/constraint.sdc
export NUM_CORES = 4
export LEC_CHECK = 1
export CORE_AREA = 10 10 103 103
export DIE_AREA = 0 0 113 113
```

## constraint.sdc

```tcl
current_design Mux_Display

set clk_period 2.3
set clk_io_pct 0.2

create_clock -name clk0 -period $clk_period [get_ports {CLK_IN}]

set non_clock_inputs [all_inputs -no_clocks]
set_input_delay [expr $clk_period * $clk_io_pct] -clock clk0 $non_clock_inputs
set_output_delay [expr $clk_period * $clk_io_pct] -clock clk0 [all_outputs]
```

==> impl_metrics.prom <==
# HELP chip_impl_metric Implementation results
# TYPE chip_impl_metric gauge
chip_impl_metric{name="post-dp-hpwl",unit="um"} 3010
chip_impl_metric{name="cts_inserted_buffers",unit=""} 3
chip_impl_metric{name="portBuffers",unit=""} 60
chip_impl_metric{name="p_leak",unit="uW"} 0.000617
chip_impl_metric{name="final.period_utilization",unit="%"} 84.5
chip_impl_metric{name="floorplan.die.width",unit="um"} 113
chip_impl_metric{name="global_route_wire_length_before_repair",unit="um"} 5160
chip_impl_metric{name="timing.setup.tns",unit="ns"} 0
chip_impl_metric{name="ant_nets",unit=""} 0
chip_impl_metric{name="cts_hold_repair.buffers",unit=""} 0
chip_impl_info{name="start_kind",value="flop"} 1
chip_impl_metric{name="drtIter0Drc",unit=""} 3
chip_impl_metric{name="last_weighted_congestion_value_of_the_routability_driven_placer",unit=""} 0.745
chip_impl_metric{name="fin_worst_skew",unit="ns"} 0.00186
chip_impl_info{name="cp_class",value="reg2reg"} 1
chip_impl_metric{name="worst_setup_hold_path_clk_slew",unit="ns"} 0.05
chip_impl_metric{name="vias",unit=""} 814
chip_impl_metric{name="post_synth_instance_area",unit="um^2"} 925
chip_impl_metric{name="clk_latency",unit="ns"} 0.24
chip_impl_metric{name="die_height",unit="um"} 113
chip_impl_metric{name="layout.cell_area.non_filler",unit="um^2"} 1730
chip_impl_metric{name="sequential_cell_area_fraction_in_the_yosys_report",unit="%"} 42.2
chip_impl_metric{name="cellPowerDensity",unit="nW/um^2"} 914
chip_impl_metric{name="worst_ep_arrival_time",unit="ns"} 1.92
chip_impl_metric{name="layout-drive-gt1-share",unit="%"} 19.0
chip_impl_metric{name="synthesis.instances",unit=""} 72
chip_impl_info{name="outcome",value="complete, no violations"} 1
chip_impl_metric{name="grt_pass1_vias",unit=""} 909
chip_impl_metric{name="placementRows",unit=""} 33
chip_impl_metric{name="clock-sinks",unit=""} 13
chip_impl_metric{name="drt_drc_violations_left",unit=""} 0
chip_impl_metric{name="slew_headroom",unit="%"} 63.1
chip_impl_metric{name="place_ws",unit="ns"} 0.311
chip_impl_metric{name="fmax",unit="MHz"} 515
chip_impl_metric{name="fillCellCount",unit=""} 876
chip_impl_metric{name="core_region_area",unit="um^2"} 8300
chip_impl_metric{name="timing.max_cap.violations",unit=""} 0
chip_impl_metric{name="min_period",unit="ns"} 1.94
chip_impl_metric{name="final-max-slew-violation-count",unit=""} 0
chip_impl_metric{name="p_total",unit="uW"} 1580
chip_impl_info{name="layout_top_cell_excl_fill_tap",value="clkdlybuf4s50_1"} 1
chip_impl_metric{name="antenna_violations_before_repair",unit=""} 0
chip_impl_metric{name="htree_num_levels",unit=""} 1
chip_impl_info{name="rr_startpoint",value="count[0]"} 1
chip_impl_info{name="synth.largest_area_cell",value="edfxtp_1"} 1
chip_impl_info{name="final_cell_mix",value="clkdlybuf4s50_1 (60), edfxtp_1 (13), mux2_2 (10), mux2i_1 (8), a22oi_1 (6)"} 1
chip_impl_metric{name="worst_ir_drop_vdd",unit="mV"} 0.429
chip_impl_metric{name="post_cts.resized_instances",unit=""} 0
chip_impl_info{name="clock_tree_from_tritoncts",value="done"} 1
chip_impl_metric{name="layout.area.seq",unit="um^2"} 390
chip_impl_metric{name="postCtsSetupBuffers",unit=""} 0
chip_impl_metric{name="logic_area",unit="um^2"} 500
chip_impl_metric{name="timing.final.ws_setup",unit="ns"} 0.357
chip_impl_info{name="cts-root-buf",value="clkbuf_8"} 1
chip_impl_metric{name="synth_cell_types",unit=""} 22
chip_impl_metric{name="fp-utilization",unit="%"} 11.1
chip_impl_metric{name="area_delta_synth_final",unit="%"} 86.6
chip_impl_metric{name="critical_path_peak_fanout",unit=""} 11
chip_impl_metric{name="openroad.warnings",unit=""} 29
chip_impl_metric{name="vias_per_cell",unit=""} 3.36
chip_impl_info{name="timing.hold.worst.class",value="in2reg"} 1
chip_impl_metric{name="num_io_pins",unit=""} 61
chip_impl_metric{name="yosys-stat-area",unit="um^2"} 925
chip_impl_metric{name="hold-worst-slack",unit="ns"} 0.886
chip_impl_metric{name="synth-cells-yosys",unit=""} 72
chip_impl_metric{name="ff2ff_setup_slack",unit="ns"} 0.36
chip_impl_metric{name="grt_start_max_net_pins",unit=""} 15
chip_impl_metric{name="tightest_slew",unit="ns"} 0.554
chip_impl_metric{name="finalHoldViolations",unit=""} 0
chip_impl_info{name="hold_start",value="EN_H0"} 1
chip_impl_metric{name="worst_path_required",unit="ns"} 2.28
chip_impl_metric{name="clock_tree.buffer_depth",unit=""} 2
chip_impl_metric{name="setup_viol_count_final",unit=""} 0
chip_impl_metric{name="drt_pass1_iterations",unit=""} 2
chip_impl_info{name="cp-end-kind",value="flop"} 1
chip_impl_metric{name="synth_flops",unit=""} 13
chip_impl_info{name="rsz_0062_raised_after_global_routing",value="false"} 1
chip_impl_metric{name="drt_wl_total",unit="um"} 3450
chip_impl_info{name="synth.area.top_cells",value="edfxtp_1 (42%), mux2_2 (12%), mux2i_1 (8.7%), ha_1 (6.8%), mux2_4 (6.5%)"} 1
chip_impl_metric{name="die_area",unit="um^2"} 12800
chip_impl_metric{name="routedWlPerCell",unit="um"} 14.2
chip_impl_metric{name="overflow",unit=""} 0
chip_impl_metric{name="route.antenna.diode_count",unit=""} 0
chip_impl_info{name="crit_start",value="count[0]"} 1
chip_impl_metric{name="placedInstanceArea",unit="um^2"} 1680
chip_impl_metric{name="gr-usage-all-layers",unit="%"} 5.18
chip_impl_metric{name="synth.yosys.warnings",unit=""} 1
chip_impl_metric{name="avgSynthCellArea",unit="um^2"} 12.8
chip_impl_metric{name="yosys.area.top_type_share",unit="%"} 42.2
==> cell usage after synthesis <==
master    instances
nand2b_4          1
o21ai_0           4
buf_6             1
a21o_2            1
ha_1              5
a22oi_2           1
mux2_4            4
edfxtp_1         13
mux2i_1           8
nand2_1           2
a22oi_1           6
o21ai_1           3
nor2b_1           1
o22ai_1           1
inv_1             2
or4b_1            1
buf_2             3
nor2_4            1
or4_1             1
o32ai_1           1
nand2b_1          2
mux2_2           10
==> worst max-delay path, cell delays in order, from the launching register on <==
cell and delay, ns:
edfxtp_1 0.44, inv_1 0.11, ha_1 0.51, mux2_2 0.40, mux2i_1 0.14, o21ai_0 0.09
==> worst paths after layout <==
path,end,cells after the start
worst max-delay path,SEG_A,5
worst min-delay path,EN_3,2
worst max register to register,SEG_A,5
worst min register to register,count[1],3
==> kinds of logic (layout without fill, tap and decap cells) <==
group	count (synthesis)	after routing	share of synthesized area [%]
mux	22	22	27.3
compound gates	17	17	12.6
flops	13	13	42.2
simple gates	9	9	7.44
buf+inv	6	71	3.65
fa+ha+maj	5	5	6.77
==> flip-flops by register name, summed over array words and instances, names as in the netlist <==
name and count:
SEG_A 1, SEG_F 1, EN_3 1, SEG_C 1, EN_4 1, SEG_G 1, count 2, SEG_E 1
SEG_D 1, SEG_B 1, EN_1 1, EN_2 1
==> per-layer routing <==
metal / global-route usage (%) / vias up / wire (um)
met3: 2.08 / 2 / 291
met2: 9.25 / 35 / 1820
met5: 0 / - / 0
li1: - / 406 / -
met4: 0.677 / 0 / 55
met1: 5.77 / 371 / 1280
==> area by class of cell <==
type                       instances  share of cell area [%]
timing repair buffer              65                    37.7
multi-input combinational         53                    29.0
sequential                        13                    22.6
tap                              105                    7.61
clock buffer                       4                    2.61
inverter                           2                   0.435
==> report_power, final <==
group	switching [uW]	internal, uW
registers	42.9	449
clock network	76.9	122
logic	385	501
total	504	1070
==> stage by stage <==
step / util [%] / cells
4_1_cts: 20.8 / 242
3_5_place_dp: 20.2 / 238
2_1_floorplan: - / 72
5_1_grt: 20.8 / 242
3_3_place_gp: 20.2 / 238
6_report: 20.8 / 242
